===== ./design.v =====
module leftShift (
    shiftIn,
    shiftOut,
    amountShift
);
parameter ADDRESS_BUS_WIDTH = 12 ;
parameter NUM_ADDRESS = 4096 ;
parameter PROGRAM_LOAD_ADDRESS = 2048 ;
parameter DATA_BUS_WIDTH = 24 ;
parameter REGFILE_ADDR_BITS = 4 ;
parameter NUM_REGISTERS = 16 ;
parameter WIDTH_REGISTER_FILE = 24 ;
parameter INSTRUCTION_WIDTH = 29 ;
parameter IMMEDIATE_WIDTH = 12 ;
parameter NUM_INSTRUCTIONS = 32 ;       
parameter WIDTH_OPCODE = 5 ;    
parameter NUM_INSTRUCTION_ADDRESSES = NUM_ADDRESS >> 1;  
parameter NUM_INSTRUCTION_WORDS = NUM_INSTRUCTION_ADDRESSES >> 2; 
parameter ALU_OP_NUM_BITS = 3;
parameter ALU_OP_ADD = 0;
parameter ALU_OP_SUB = 1;
parameter ALU_OP_AND = 2;
parameter ALU_OP_OR = 3;
parameter ALU_OP_XOR = 4;
parameter ALU_OP_NOT = 5;
parameter ALU_OP_INCR = 6;
parameter PC_SELECT_ALU = 0;
parameter PC_SELECT_ALU_REG = 1;
parameter PC_SELECT_JUMP = 2;
parameter PC_SELECT_RESET = 3;  
parameter INSTR_NOP = 0;
parameter INSTR_LR = 1 ;
parameter INSTR_SR = 2 ;
parameter INSTR_ADD = 3 ;
parameter INSTR_ADDI = 4 ;  
parameter INSTR_SUBI = 5; 
parameter INSTR_MOV = 6 ;   
parameter INSTR_INCR = 7;
parameter INSTR_LI = 8;
parameter INSTR_BEQ = 9;  
parameter INSTR_BNEQ = 10;   
parameter INSTR_BUC = 11;
parameter INSTR_AND = 12;
parameter INSTR_OR = 13;
parameter INSTR_NOT = 14;
parameter INSTR_XOR = 15; 
parameter INSTR_SHIFL = 16;
parameter INSTR_SHIFR = 17;                           
input [4:0] amountShift;  
input [DATA_BUS_WIDTH-1:0] shiftIn;
output [DATA_BUS_WIDTH-1:0] shiftOut;
assign shiftOut = shiftIn << amountShift;  
endmodule
module rightShift (
    shiftIn,
    shiftOut,
    amountShift
);
parameter ADDRESS_BUS_WIDTH = 12 ;
parameter NUM_ADDRESS = 4096 ;
parameter PROGRAM_LOAD_ADDRESS = 2048 ;
parameter DATA_BUS_WIDTH = 24 ;
parameter REGFILE_ADDR_BITS = 4 ;
parameter NUM_REGISTERS = 16 ;
parameter WIDTH_REGISTER_FILE = 24 ;
parameter INSTRUCTION_WIDTH = 29 ;
parameter IMMEDIATE_WIDTH = 12 ;
parameter NUM_INSTRUCTIONS = 32 ;       
parameter WIDTH_OPCODE = 5 ;    
parameter NUM_INSTRUCTION_ADDRESSES = NUM_ADDRESS >> 1;  
parameter NUM_INSTRUCTION_WORDS = NUM_INSTRUCTION_ADDRESSES >> 2; 
parameter ALU_OP_NUM_BITS = 3;
parameter ALU_OP_ADD = 0;
parameter ALU_OP_SUB = 1;
parameter ALU_OP_AND = 2;
parameter ALU_OP_OR = 3;
parameter ALU_OP_XOR = 4;
parameter ALU_OP_NOT = 5;
parameter ALU_OP_INCR = 6;
parameter PC_SELECT_ALU = 0;
parameter PC_SELECT_ALU_REG = 1;
parameter PC_SELECT_JUMP = 2;
parameter PC_SELECT_RESET = 3;  
parameter INSTR_NOP = 0;
parameter INSTR_LR = 1 ;
parameter INSTR_SR = 2 ;
parameter INSTR_ADD = 3 ;
parameter INSTR_ADDI = 4 ;  
parameter INSTR_SUBI = 5; 
parameter INSTR_MOV = 6 ;   
parameter INSTR_INCR = 7;
parameter INSTR_LI = 8;
parameter INSTR_BEQ = 9;  
parameter INSTR_BNEQ = 10;   
parameter INSTR_BUC = 11;
parameter INSTR_AND = 12;
parameter INSTR_OR = 13;
parameter INSTR_NOT = 14;
parameter INSTR_XOR = 15; 
parameter INSTR_SHIFL = 16;
parameter INSTR_SHIFR = 17;                           
input [4:0] amountShift;  
input [DATA_BUS_WIDTH-1:0] shiftIn;
output [DATA_BUS_WIDTH-1:0] shiftOut;
assign shiftOut = shiftIn >> amountShift;  
endmodule
module leftShift2 (
    shiftIn,
    shiftOut
);
parameter ADDRESS_BUS_WIDTH = 12 ;
parameter NUM_ADDRESS = 4096 ;
parameter PROGRAM_LOAD_ADDRESS = 2048 ;
parameter DATA_BUS_WIDTH = 24 ;
parameter REGFILE_ADDR_BITS = 4 ;
parameter NUM_REGISTERS = 16 ;
parameter WIDTH_REGISTER_FILE = 24 ;
parameter INSTRUCTION_WIDTH = 29 ;
parameter IMMEDIATE_WIDTH = 12 ;
parameter NUM_INSTRUCTIONS = 32 ;       
parameter WIDTH_OPCODE = 5 ;    
parameter NUM_INSTRUCTION_ADDRESSES = NUM_ADDRESS >> 1;  
parameter NUM_INSTRUCTION_WORDS = NUM_INSTRUCTION_ADDRESSES >> 2; 
parameter ALU_OP_NUM_BITS = 3;
parameter ALU_OP_ADD = 0;
parameter ALU_OP_SUB = 1;
parameter ALU_OP_AND = 2;
parameter ALU_OP_OR = 3;
parameter ALU_OP_XOR = 4;
parameter ALU_OP_NOT = 5;
parameter ALU_OP_INCR = 6;
parameter PC_SELECT_ALU = 0;
parameter PC_SELECT_ALU_REG = 1;
parameter PC_SELECT_JUMP = 2;
parameter PC_SELECT_RESET = 3;  
parameter INSTR_NOP = 0;
parameter INSTR_LR = 1 ;
parameter INSTR_SR = 2 ;
parameter INSTR_ADD = 3 ;
parameter INSTR_ADDI = 4 ;  
parameter INSTR_SUBI = 5; 
parameter INSTR_MOV = 6 ;   
parameter INSTR_INCR = 7;
parameter INSTR_LI = 8;
parameter INSTR_BEQ = 9;  
parameter INSTR_BNEQ = 10;   
parameter INSTR_BUC = 11;
parameter INSTR_AND = 12;
parameter INSTR_OR = 13;
parameter INSTR_NOT = 14;
parameter INSTR_XOR = 15; 
parameter INSTR_SHIFL = 16;
parameter INSTR_SHIFR = 17;                           
input [DATA_BUS_WIDTH-1:0] shiftIn;
output [DATA_BUS_WIDTH-1:0] shiftOut;
assign shiftOut = shiftIn << 2;  
endmodule

===== ./run.sh =====
#!/bin/bash
# OpenROAD 26Q1-2900-gdf79404cd8, Yosys 0.63+post, stock flow scripts
make -C /OpenROAD-flow-scripts/flow DESIGN_CONFIG=/design/flow/config.mk WORK_HOME=/design/flow/orfs finish

===== ./config.mk =====
export PLATFORM = sky130hd
export DESIGN_NAME = leftShift
export DESIGN_NICKNAME = leftShift
export VERILOG_FILES = /design/flow/design.v
export SDC_FILE = /design/flow/constraint.sdc
export NUM_CORES = 4
export LEC_CHECK = 1
export CORE_AREA = 10 10 101 101
export DIE_AREA = 0 0 111 111

===== ./constraint.sdc =====
current_design leftShift

set clk_period 2.3
set clk_io_pct 0.2

create_clock -name clk0 -period $clk_period

set non_clock_inputs [all_inputs -no_clocks]
set_input_delay [expr $clk_period * $clk_io_pct] -clock clk0 $non_clock_inputs
set_output_delay [expr $clk_period * $clk_io_pct] -clock clk0 [all_outputs]

==> CHANGELOG.md <==
## Flow update

* RePlAce Congestion at 0.918
* # Max-Cap Violations at 0
* Final setup fails at 14
* Layout cells sized above 1 at between 60% and 70%
* Measured slew at the worst slew-check pin at between 200 and 250 ps
* Die X at 111 um
* Chip Area at around 12000 um^2
* Fin crit period at between 2000 and 2500 ps
* Hold depth at 4
* Total number of vias at roughly 1500
* DP HPWL at 3820 um
* Synth warnings at 0
* TNS Setup at -1080 ps
* Clkbuf count at 0
* Diode count at 0
* Largest cells by area: mux4_2, mux2i_1, mux2_2, nor2_1, a211oi_1
* Sequential Area at 0 um^2
* Top-count cell post-synth: mux2i_1
* Achievable Freq at 403 MHz
* Flops at 0
* Row cnt at 33
* Synth top area share at 32.7%
* Routed Wire Length at between 5000 and 6000 um
* Syn_area_per_cell at between 8 and 9 um^2
* Synth area leader: mux4_2
* Synth Instances at 124
* Die height at approximately 110 um
* # Cells Yosys at approximately 120
* Setup slack at placement at -933 ps
* Cell total after placement at approximately 300
* Vias in the first global route at 1465
* Kind of critical path: input pin to primary output
* Core box area at slightly above 8000 um^2
* Final std cells w/o fill at 327
* Global-route wire length before repair at slightly below 8000 um
* Max FO, Critical Path at 7
* Yosys synthesis chip area at between 1000 and 1500 um^2
* GRT Total Usage at about 7.5%
* Area Growth Syn to Fin at 117%
* Worst EP arrival at a little over 2000 ps
* Cycle use final at 108%
* Hold buffers post-CTS at 0
* Vias per cell at ~4.4
* Init Core Util at a little over an eighth
* OpenROAD warnings at 34
* Status: finished, violations left
* I/O Buffers at approximately 53
* DRC errors left at 0
* Hold Fails Final Rpt at 0
* Pwr Density at between 200 and 250 nW/um^2
* Critical Path Sink Type: primary output
* Post-route ant nets at 0
* Failing checks: negative setup slack
* Post-synth top cells: mux2i_1, nor2_1, mux4_2
* Final core utilization at between 20% and 30%
* RSZ-0062 raised after global routing: yes
* Hold_sp: amountShift[2]
* Boundary Pins at around 53
* Req. time, crit path at roughly 1800 ps
* Crit path launch type: input pin
* Slew Viols, Final at 0
* HP Class: input pin to primary output
* DR WL/cell at about 15 um
* Post-synth seq share at 0%
* Total Power at around 540 uW
* Initial antenna violation count at 0
* DR iter-0 viols at 36
* Mapped Area at approximately 1100 um^2
* Hold EP: shiftOut[11]
* Leak pwr at approximately 0.0010 uW
* Maximum vdd drop at around 0.054 mV
* GRT overflow at 0
* Worst slew margin at 84.2%
* Largest net degree at the start of global routing at 19
* DRT Pass-1 Iters at 5
* Distinct cells, synth at 31
* Worst Setup Slack, final at -180 ps
## layer usage
| layer | vias up | GRT usage, % | wire [um] |
|---|---|---|---|
| met5 | - | 0 | 0 |
| met4 | 0 | 0.347 | 21 |
| met3 | 2 | 2.74 | 439 |
| met2 | 57 | 12.2 | 2360 |
| met1 | 705 | 9.75 | 2230 |
| li1 | 690 | - | - |
## cells in the final DEF (no fill, tap or decap), types with 3 or more instances in the layout
master           count
buf_4               35
mux2i_2              3
nor2_4               4
nor2_1              10
nand2_1              6
buf_6               15
mux4_2              16
a21oi_2              3
clkbuf_2             4
clkdlybuf4s15_1     11
clkdlybuf4s50_1      6
nor2_2               4
dlygate4sd2_1       12
buf_12               5
mux2_4               6
mux2i_1             16
clkdlybuf4s15_2      3
a211oi_2             4
o221ai_2             3
o21ai_1              3
buf_2               16
## power by group
group          switching [uW]  total, uW  internal (uW)
Clock                       0          0              0
Sequential                  0          0              0
Combinational             219        538            318
## final cells by class
class	instances	area, um^2
fillers	800	5740
multi-input cells	108	1230
repair buffers	111	1030
well taps	105	131
inverters	3	11.3
## kinds of logic after synthesis
| kind of cell | share of synthesized area [%] |
|---|---|
| AOI/OAI and AO/OA | 17.9 |
| muxes | 58.8 |
| buffers and inverters | 7.94 |
| and+or+nand+nor | 15.3 |
## per-stage QoR
step	cell area (um^2)	hold slack [ps]
3_3_place_gp	1940	2080
5_1_grt	2400	1460
4_1_cts	2320	1580
2_1_floorplan	1100	1030
3_5_place_dp	1940	2080
6_report	2400	1400
## worst max-delay path by stage
stage,startpoint,to,slack [ps],cells past startpoint
global route,amountShift[0],shiftOut[17],-240,10
CTS,amountShift[0],shiftOut[18],-170,7
finish,amountShift[0],shiftOut[17],-180,10
## critical path: stages
cell and delay, ps:
buf_12 90, buf_12 110, buf_6 100, mux4_2 530, buf_6 140, buf_6 100
o22ai_4 110, a21oi_2 60, a22o_1 200, buf_2 110
## timing repair
item | 4_1_cts | 5_1_grt
endpoints found under the setup margin | 24 | 19
pin swaps | 19 | 10
resized | 165 | 19
gates cloned | 2 | 0
setup buffers | 25 | 4
Power and IR drop assume default switching activity.
